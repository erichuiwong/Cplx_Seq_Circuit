$ cat ./design.v
module pg_unit_2bits
(
input [1:0] a, b,
output [1:0] p, g
);
assign p = (a & ~b) | (~a & b);
assign g = a & b;
endmodule
module cla_carry_generate_2bits (p, g, ci, c0, c1);
input [1:0] p, g;
input ci;
output c0, c1;
wire out1,out2,out3,out4,out5;
nand n0(out1, ci, p[0]);
not n2(out2, g[0]);
nand n3(c0, out1, out2);
nand n5(out4, p[1], g[0]);
not n6(out5, g[1]);
nand n4(out3, ci, p[0], p[1]);
nand n7(c1, out3, out4, out5);
endmodule
module sum_unit_2bits (
input [1:0] p, c,
output [1:0] s
);
assign s = (p & ~c) | (~p & c);
endmodule
module adder_2bits
(
	input [1:0] a, b,
	input ci,
	output [1:0] s, c 
);
wire [1:0] p, g;
pg_unit_2bits	pgu1(a, b, p, g);
cla_carry_generate_2bits	cgu1(p, g, ci, c[0], c[1]);
sum_unit_2bits	su1(p, {c[0], ci}, s);
endmodule  
module cpa
(
	input [7:0] a, b,
	input ci,
	output [7:0] s,
	output c2, c3
);
wire [8:0] c;
assign c2 = c[6];
assign c3 = c[7];
adder_2bits	cla1(a[1:0], b[1:0], ci, s[1:0], c[1:0]);
adder_2bits	cla2(a[3:2], b[3:2], c[0], s[3:2], c[3:2]);
adder_2bits	cla3(a[5:4], b[5:4], c[2], s[5:4], c[5:4]);
adder_2bits	cla4(a[7:6], b[7:6], c[4], s[7:6], c[7:6]);
endmodule
$ cat ./run.sh
#!/bin/bash
# OpenROAD 26Q1-2900-gdf79404cd8, Yosys 0.63+post, stock flow scripts
make -C /OpenROAD-flow-scripts/flow DESIGN_CONFIG=/design/flow/config.mk WORK_HOME=/design/flow/orfs finish
$ cat ./config.mk
export PLATFORM = sky130hd
export DESIGN_NAME = cpa
export DESIGN_NICKNAME = cpa
export VERILOG_FILES = /design/flow/design.v
export SDC_FILE = /design/flow/constraint.sdc
export NUM_CORES = 4
export LEC_CHECK = 1
export CORE_AREA = 10 10 70 70
export DIE_AREA = 0 0 80 80
$ cat ./constraint.sdc
current_design cpa

set clk_period 4.0
set clk_io_pct 0.2

create_clock -name clk0 -period $clk_period

set non_clock_inputs [all_inputs -no_clocks]
set_input_delay [expr $clk_period * $clk_io_pct] -clock clk0 $non_clock_inputs
set_output_delay [expr $clk_period * $clk_io_pct] -clock clk0 [all_outputs]
==> run_results.csv <==
group,metric,value,unit
final_layout,clock_buffers,0,
run,max_cap_violations,0,
die,fp_util,6.12,%
global_route,grt-ovfl-total,0,
final_layout,syn_to_final_growth,183,%
global_route,grt_pass1_wl,1330,um
routing,wirelength,985,um
power,p_sw,0.0231,mW
die,die_y,80,um
critical_path,critPathArrivalTime,3.11,ns
die,chipArea,6400,sq um
final_layout,seqCellArea,0,sq um
global_route,grtUsageTotal,2.67,%
global_route,antenna_found_initial,0,
global_route,grt_pass1_vias,279,
synthesis,ys_cells,21,
final_timing,finalCriticalPeriod,3.91,ns
final_timing,setup_viol_count_final,0,
power,power_frac_seq,0,%
synthesis,ys_seq_share,0,%
die,core_area,3420,sq um
min_path,hp-start,"ci",
routing,wl_per_cell,9.75,um
min_path,holdCritPathClass,"input pin to output port",
critical_path,worst_path_most_repeated_cell,"fa_2",
final_timing,hold_viol,0,
placement,placed_cells,98,
critical_path,start_kind,"input pin",
synthesis,yosysWarnings,0,
power,cellLeakagePower,0.240,nW
run,tool_warnings,33,
final_timing,period_used_share,97.7,%
run_status,outcome,"finished, final reports clean",
placement,gp_congestion,0.795,
power,vdd_drop_max,0.0448,mV
power,internal-power,0.0616,mW
final_timing,clock.fmax,0.256,GHz
power,power,0.0847,mW
final_timing,worstMarginPinSlew,0.170,ns
critical_path,path_class,"input pin to output port",
critical_path,endpoint_kind,"output port",
routing,drt_pass1_iterations,2,
routing,via_per_inst,2.55,
cts,ctsHoldBuffers,0,
final_timing,slew_headroom,88.6,%
die,ioPinCount,27,
synthesis,syn_avg_cell_area,9.95,sq um
placement,placed_area,567,sq um
final_layout,layout-drive-gt1-share,20.0,%
final_layout,ff_count,0,
critical_path,crit_fanout,2,
final_timing,slew_violations,0,
synthesis,syn_inst,21,
power,p_sw_share,27.3,%
routing,via_count,258,
critical_path,critical_path_required,3.20,ns
synthesis,yosys_area,209,sq um
critical_path,worst-path-buf-inv,3,
final_layout,fin_cells,101,
power,clkPwrFrac,0,%
routing,drt_first_iter_violations,1,
synthesis,yosysUniqueCellTypes,6,
global_route,grt_max_degree,3,
routing,antenna_left,0,
min_path,whs_endpoint,"s[0]",
routing,post-route-drc-count,0,
critical_path,crit_family,"adder cells",
power,power_density,143,nW/um^2
critical_path,worstPathCellList,"dlygate4sd2_1 -> fa_2 -> fa_2 -> fa_2 -> buf_4 -> ha_1 -> o21ai_1 -> nand2b_1 -> clkdlybuf4s50_1",
synthesis,synth_area,209,sq um
power,power_frac_comb,100.0,%
critical_path,cp_slowest_cell,"clkdlybuf4s50_1",
min_path,whs_path_depth,3,
critical_path,slowest_delay,0.43,ns
die,die_w,80,um
placement,port_buffers,27,
die,rows,21,
routing,num_antenna_cells,0,
final_layout,stdcell_area,592,sq um
==> worst max path at each step <==
stage / from / to / slack, ns / cells past startpoint
CTS: ci / c3 / 0.002 / 9
global route: a[0] / s[7] / -0.01 / 8
finish: a[0] / c3 / 0.09 / 9
==> synthesized netlist by cell type <==
| cell type | number | area (sq um) |
|---|---|---|
| fa_1 | 4 | 80.1 |
| ha_1 | 3 | 37.5 |
| inv_1 | 5 | 18.8 |
| nand2b_1 | 1 | 6.26 |
| o21ai_0 | 1 | 5.00 |
| xnor2_1 | 7 | 61.3 |
==> repair_timing <==
action / 4_1_cts / 5_1_grt
pin swaps: 3 / 3
gates resized: 8 / 1
buffers inserted: 1 / 2
endpoints found under the setup margin: 5 / 2
==> cell usage in the layout (no fill, tap or decap) <==
cell type        instances
dlygate4sd2_1            4
inv_1                    4
inv_2                    1
o21ai_1                  1
xnor2_1                  7
buf_4                    7
nand2b_1                 1
fa_1                     1
clkdlybuf4s50_1         23
fa_2                     3
ha_1                     3
==> power by group through the flow <==
stage	clock network (mW)	registers, mW	logic (mW)
6_report	0	0	0.0847
4_1_cts	0	0	0.0840
5_1_grt	0	0	0.0944
==> area by class of cell <==
cell class                      instances  area (sq um)
Fill cell                             378          2820
Timing Repair Buffer                   34           318
Multi-Input combinational cell         16           198
Tap cell                               46          57.6
Inverter                                5          18.8
==> through the flow <==
| step | hold slack, ns | setup WS [ns] | utilization (%) | TNS [ns] |
|---|---|---|---|---|
| floorplan | 1.63 | 0.581 | - | 0 |
| global placement | 2.56 | -0.304 | 16.6 | -1.07 |
| detailed placement | 2.56 | -0.329 | 16.6 | -1.20 |
| CTS | 2.47 | 0.00232 | 16.9 | 0 |
| global route | 2.50 | -0.0131 | 17.3 | -0.0131 |
| finish | 2.46 | 0.0901 | 17.3 | 0 |
==> layer usage <==
metal  global-route usage, %  vias up  share of wire (%)
met5                       0        -                  0
met4                       0        0                  0
met3                    2.84        0                 26
met2                    3.13       25                 27
met1                    3.41      104                 46
li1                        -      129                  -
==> cell families after synthesis <==
kind of cell | Yosys count | synth area share, %
XOR/XNOR | 7 | 29.3
AND-OR/OR-AND | 1 | 2.39
buffers and inverters | 5 | 8.98
AND/OR/NAND/NOR | 1 | 3.00
adder cells (fa/ha/maj) | 7 | 56.3
Power and IR drop assume default switching activity.
